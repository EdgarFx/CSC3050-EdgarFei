==> /design/flow/design.v <==
`timescale 1ns / 1ps
module hazard_unit(
    input wire[4:0] rsD,
    input wire[4:0] rtD,
    input wire[4:0] rsE,
    input wire[4:0] rtE,
    input wire[4:0] rdM,
    input wire[4:0] rdW,
    input wire[0:0] RegWriteM,
    input wire[0:0] RegWriteW,
    input wire[0:0] MemtoRegE,
    input wire[0:0] BranchM,
    input wire[0:0] zeroM,
    input wire[0:0] stall,
    output reg[1:0] ForwardAE,
    output reg[1:0] ForwardBE,
    output reg[0:0] stallF,
    output reg[0:0] stallD,
    output reg[0:0] flush
);
initial begin
    ForwardAE = 2'b00;
    ForwardBE = 2'b00;
    stallF = 1'b0;
    stallD = 1'b0;
    flush = 1'b0;
end
always @ (rsE, rtE, rdM, rdW, RegWriteM, RegWriteW)
begin
    if(RegWriteM)
    begin
        if(rsE==rdM)   ForwardAE = 2'b01;   
        else if(RegWriteW)
        begin
            if(rsE==rdW)   ForwardAE = 2'b10;   
            else
            begin
                ForwardAE = 2'b00;
            end
        end
        if(rtE==rdM)  ForwardBE = 2'b01;   
        else if(RegWriteW)
        begin
            if(rtE==rdW)   ForwardBE = 2'b10;   
            else
            begin
                ForwardBE = 2'b00; 
            end 
        end 
    end
    else if(RegWriteW)   
    begin
        if(rsE==rdW)  ForwardAE = 2'b10;
        else   ForwardAE = 2'b00;
        if(rtE==rdW) ForwardBE = 2'b10;
        else  ForwardBE = 2'b00;
    end
    else
    begin
        ForwardAE = 2'b00;
        ForwardBE = 2'b00; 
    end
end
always @ (rsD, rtD, rsE, rtE, MemtoRegE, stall)
begin
    if(MemtoRegE)   
    begin
        if(rsD==rtE||rtD==rtE)
        begin
            stallF = 1'b1;
            stallD = 1'b1; 
        end
        else
        begin
            stallF = 1'b0;
            stallD = 1'b0; 
        end
    end
    else
    begin
        stallF = 1'b0;
        stallD = 1'b0;
    end
end
always @ (BranchM, zeroM)
begin
    if(BranchM && zeroM)  flush = 1'b1;
    else  flush = 1'b0;
end
endmodule
==> /design/flow/run.sh <==
#!/bin/bash
# OpenROAD 26Q1-2900-gdf79404cd8, Yosys 0.63+post, stock flow scripts
make -C /OpenROAD-flow-scripts/flow DESIGN_CONFIG=/design/flow/config.mk WORK_HOME=/design/flow/orfs finish
==> /design/flow/config.mk <==
export PLATFORM = sky130hd
export DESIGN_NAME = hazard_unit
export DESIGN_NICKNAME = hazard_unit
export VERILOG_FILES = /design/flow/design.v
export SDC_FILE = /design/flow/constraint.sdc
export NUM_CORES = 4
export LEC_CHECK = 1
export CORE_AREA = 10 10 70 70
export DIE_AREA = 0 0 80 80
==> /design/flow/constraint.sdc <==
current_design hazard_unit

set clk_period 1.5
set clk_io_pct 0.2

create_clock -name clk0 -period $clk_period

set non_clock_inputs [all_inputs -no_clocks]
set_input_delay [expr $clk_period * $clk_io_pct] -clock clk0 $non_clock_inputs
set_output_delay [expr $clk_period * $clk_io_pct] -clock clk0 [all_outputs]
==> run_results.csv <==
group,metric,value,unit
global_route,grt_pass1_vias,626,
synth,syn_avg_cell_area,8.13,um2
worst_setup_path,end_kind,"output port",
status,status,"finished, final reports clean",
synth,yosysWarnings,1,
clocking,cts_setup_buffers,0,
placement,place_ws,-0.780,ns
timing,rsz0062_at_grt,"true",
placement,place_hpwl,1600,um
timing,min_period,1.45,ns
clocking,hold_buffers,0,
drt,ant_nets,0,
worst_setup_path,start_kind,"input port",
run,cap_viol_max_count,0,
floorplan,core_area,3420,um2
timing,setup-violations-final,0,
timing,min_period_over_period,96.9,%
global_route,antenna_found_initial,0,
drt,num_antenna_cells,0,
drt,totalWireLength,1710,um
timing,untimed_endpoints,8,
global_route,grt_pass1_wl,2770,um
global_route,grt.total_usage,5.27,%
timing,max_freq,688,MHz
floorplan,initial_core_util,13.8,%
worst_setup_path,cpMostUsedCell,"buf_2",
cells_and_area,final_cell_area,996,um2
timing,layout_setup_ws,0.0466,ns
power_and_ir_drop,peakVddDrop,0.104,mV
power_and_ir_drop,swShare,35.0,%
drt,avgViaCountPerCell,3.64,
timing,maxSlewViolCount,0,
synth,ys_types,19,
worst_setup_path,crit_slowest_cell,"o221ai_1",
placement,place_congestion,0.743,
drt,dr.max_layer_used,"met3",
global_route,grt_max_degree,5,
worst_setup_path,path_cells,"buf_2 > xnor2_2 > nand4_1 > o221ai_1 > o211a_1 > buf_2",
floorplan,die_w,80,um
power_and_ir_drop,total_power,0.000252,W
placement,dpl_cell_area,975,um2
timing,unclocked_pins,4,
synth,ys_cells,58,
drt,wl_met2,724,um
power_and_ir_drop,power.internal,0.000164,W
power_and_ir_drop,power.clock.fraction,0,%
synth,synthesis.area,472,um2
synth,synth-seq-cells,4,
placement,placedCellCount,149,
drt,wl_per_cell,11.4,um
synth,ys_area,472,um2
cells_and_area,lay_top_cells,"24 x clkdlybuf4s50_1, 12 x xnor2_1, 10 x buf_2",
cells_and_area,final_layout_size_suffix_gt1_share,28.2,%
floorplan,die_area,6400,um2
drt,wl_met3,222,um
placement,portBuffers,42,
cells_and_area,lay_top_count,"clkdlybuf4s50_1",
power_and_ir_drop,p_per_area,253,nW/um2
run,tool_warnings,34,
cells_and_area,stdcell_count,149,
floorplan,chipHeight,80,um
timing,final-hold-violation-count,0,
synth,syn_inst,58,
drt,met1_length,759,um
drt,drt-initial-drc-count,12,
min_path,hp-class,"in -> out",
power_and_ir_drop,seqPwrFrac,2.9,%
worst_setup_path,crit_fanout,2,
drt,vias,542,
power_and_ir_drop,p_sw,0.0000881,W
timing,slew-limit-headroom,85.1,%
floorplan,ioPinCount,43,
global_route,overflow,0,
worst_setup_path,cp.arrival,1.15,ns
worst_setup_path,critPathMaxStageDelay,0.19,ns
worst_setup_path,crit_required,1.20,ns
floorplan,num_rows,21,
drt,firstDrtPassIters,4,
power_and_ir_drop,p_leak,0.431,nW
timing,worst_pin_slew,0.221,ns
worst_setup_path,worstSetupPathType,"in -> out",
cells_and_area,syn_to_final_growth,111,%
drt,route.detailed.drc,0,
power_and_ir_drop,comb_power_share,97.1,%
cells_and_area,fin_util,29.2,%
cells_and_area,num-fill-cells,367,
## worst paths after layout
kind                  startpoint         to  slack (ns)  cells after the start
worst max-delay path      rtD[2]  stallD[0]        0.05                      6
worst min-delay path      rtE[0]  stallF[0]        1.01                      3
## area by class of cell
class	count	area, um2	area share (%)
inverters	2	7.51	0.754
flip-flops and latches	4	60.1	6.03
multi-input cells	50	452	45.4
repair buffers	47	419	42.1
well taps	46	57.6	5.78
## cells by family after synthesis
group | after synthesis | share of synthesized area (%)
AND-OR/OR-AND | 5 | 7.43
AND/OR/NAND/NOR | 17 | 23.6
buffers and inverters | 4 | 4.24
XOR/XNOR | 28 | 52.0
latches | 4 | 12.7
## worst max-delay path, delay by kind of cell
kind	cells	cell delay (ns)
AND-OR/OR-AND	2	0.38
XOR/XNOR	1	0.14
buffers and inverters	2	0.21
AND/OR/NAND/NOR	1	0.12
## flip-flops by register name, indices dropped and copies added, names as in the netlist
signal     count
ForwardAE      2
ForwardBE      2
## synth_stat cells
cell / number / area share (%)
xnor2_1: 20 / 37
xor2_1: 8 / 15
nor2_1: 5 / 4.0
dlxtn_1: 4 / 13
nand4_1: 4 / 5.3
a21oi_1: 2 / 2.1
inv_1: 2 / 1.6
nand2_1: 2 / 1.6
and2_1: 1 / 1.3
and4bb_1: 1 / 2.7
and4bb_4: 1 / 3.4
buf_2: 1 / 1.1
buf_4: 1 / 1.6
nand2b_1: 1 / 1.3
nor4_1: 1 / 1.3
nor4_2: 1 / 2.7
o211a_1: 1 / 2.1
o221ai_1: 1 / 1.9
o22ai_1: 1 / 1.3
## layer usage
| layer | track usage (%) | vias up |
|---|---|---|
| met5 | 0 | - |
| met2 | 8.03 | 28 |
| met4 | 0 | 0 |
| met3 | 2.73 | 0 |
| met1 | 6.88 | 227 |
| li1 | - | 287 |
## power by group through the flow
stage	clock network [W]	registers, W	logic, W
4_1_cts	0	0.00000746	0.000218
5_1_grt	0	0.00000776	0.000268
6_report	0	0.00000740	0.000244
## through the flow
step	hold slack, ns	TNS, ns
6_report	1.01	0
5_1_grt	1.04	-0.0934
4_1_cts	1.20	0
3_5_place_dp	1.53	-1.67
3_3_place_gp	1.52	-1.65
2_1_floorplan	0.672	0
## what timing repair did
action,4_1_cts,5_1_grt
endpoints found under the setup margin,3,2
pin swaps,13,9
gates resized,55,22
gates cloned,0,0
Power figures rest on the tool's default switching activity, not on a simulated workload.
