### /design/flow/run.sh
#!/bin/bash
# OpenROAD 26Q1-2900-gdf79404cd8, Yosys 0.63+post, stock flow scripts
make -C /OpenROAD-flow-scripts/flow DESIGN_CONFIG=/design/flow/config.mk WORK_HOME=/design/flow/orfs finish
### /design/flow/config.mk
export PLATFORM = sky130hd
export DESIGN_NAME = reg_file
export DESIGN_NICKNAME = reg_file
export VERILOG_FILES = /design/flow/design.v
export SDC_FILE = /design/flow/constraint.sdc
export NUM_CORES = 4
export LEC_CHECK = 1
export CORE_UTILIZATION = 50
### /design/flow/constraint.sdc
current_design reg_file

set clk_period 5.3
set clk_io_pct 0.2

create_clock -name clk0 -period $clk_period

set non_clock_inputs [all_inputs -no_clocks]
set_input_delay [expr $clk_period * $clk_io_pct] -clock clk0 $non_clock_inputs
set_output_delay [expr $clk_period * $clk_io_pct] -clock clk0 [all_outputs]
### /design/flow/design.v
`timescale 1ns / 1ps
module reg_file(
    input wire ENABLE,
    input wire[31:0] PC,  
    input wire[4:0] A1,   
    input wire[4:0] A2,   
    input wire[4:0] A3,  
    input wire[31:0] WD3,   
    input wire[0:0] RegWriteW,  
    input wire[0:0] JumpD,   
    output reg[31:0] RD1,
    output reg[31:0] RD2
);
reg[31:0] registers[31:0];   
always @ (ENABLE)    
begin
    registers[0] = 32'h0000_0000;
    registers[8] = 32'h0000_0008;
    registers[9] = 32'h0000_0009;
    registers[10] = 32'h0000_000a;
    registers[11] = 32'h0000_000b;
    registers[12] = 32'h0000_000c;
    registers[13] = 32'h0000_000d;
    registers[14] = 32'h0000_000e;
    registers[15] = 32'h0000_000f;
    registers[16] = 32'h0000_0010;
    registers[17] = 32'h0000_0011;
    registers[18] = 32'h0000_0012;
    registers[19] = 32'h0000_0013;
    registers[20] = 32'h0000_0014;
    registers[21] = 32'h0000_0015;
    registers[22] = 32'h0000_0016;
    registers[23] = 32'h0000_0017;
    registers[24] = 32'h0000_0018;
    registers[25] = 32'h0000_0019;
end
always @ (WD3)
begin
    if (RegWriteW)
        begin
            registers[A3] = WD3;
        end
end
always @ (A1, A2)
begin
    RD1 = registers[A1];
    RD2 = registers[A2];
end
always @ (JumpD)
begin
    if (JumpD)
        registers[31] = PC;
end
endmodule
==> out/metrics.csv <==
stage,metric,value,unit
synthesis,yosys_area,0.0129,mm2
synthesis,ys_sh_simple,12.1,%
synthesis,yosys_warnings,2,
synthesis,largest_area_cell,dlxtn_1,
synthesis,logic_family,AND-OR/OR-AND gates,
synthesis,synth_cell_types,66,
synthesis,synth-compound-area-share,22.3,%
status,run_status,did not finish,
synthesis,synthMuxAreaShare,9.68,%
synthesis,ys_sh_xor,0.0677,%
synthesis,synth.ff_latch_count,448,
status,error,ERROR: Found 32 problems in 'check -assert'.,
synthesis,ys_dominant_reg_cell,dlxtn_1,
synthesis,async_reset_ff_share,0,%
status,stop_stage,synthesis (1_2_yosys),
synthesis,yosys.area.top_type_share,48.3,%
synthesis,top_cells_by_area,"dlxtn_1 (48%), mux2i_1 (8.9%), a221oi_1 (5.6%), a22o_1 (4.7%), a22oi_1 (4.6%)",
synthesis,adder_share,0,%
synthesis,ys_cells,1317,
synthesis,synth-edff-count,0,
[cells by family after synthesis]
family	after synthesis
latches	448
xor gates and xnor gates	1
and+or+nand+nor	284
buffers and inverters	90
muxes	123
AOI/OAI and AO/OA	371
[synthesized netlist by cell type (7+ instances only)]
cell	number
buf_4	19
nor2_1	58
buf_2	51
a21oi_1	43
dlxtn_1	416
mux2i_1	115
mux2_2	7
a22o_1	69
and3_1	8
nand3_1	45
nand4_1	27
o22ai_1	24
clkbuf_1	13
nor3_1	21
nor2b_1	11
o21ai_0	8
a211oi_1	14
nor2_2	7
a221oi_1	83
dlxtp_1	32
nand2_1	53
a22oi_1	80
nand3b_1	9
o2bb2ai_1	19
